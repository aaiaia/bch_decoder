**/design/flow/run.sh**
```bash
#!/bin/bash
# OpenROAD 26Q1-2900-gdf79404cd8, Yosys 0.63+post, stock flow scripts
make -C /OpenROAD-flow-scripts/flow DESIGN_CONFIG=/design/flow/config.mk WORK_HOME=/design/flow/orfs finish
```
**/design/flow/config.mk**
```make
export PLATFORM = sky130hd
export DESIGN_NAME = clk_cycle_confirm
export DESIGN_NICKNAME = clk_cycle_confirm
export VERILOG_FILES = /design/flow/design.v
export SDC_FILE = /design/flow/constraint.sdc
export NUM_CORES = 4
export LEC_CHECK = 1
export CORE_AREA = 10 10 99 99
export DIE_AREA = 0 0 109 109
```
**/design/flow/constraint.sdc**
```tcl
current_design clk_cycle_confirm

set clk_period 2.6
set clk_io_pct 0.2

create_clock -name clk0 -period $clk_period [get_ports {clk}]

set non_clock_inputs [all_inputs -no_clocks]
set_input_delay [expr $clk_period * $clk_io_pct] -clock clk0 $non_clock_inputs
set_output_delay [expr $clk_period * $clk_io_pct] -clock clk0 [all_outputs]
```
**/design/flow/design.v**
```verilog
module  clk_cycle_confirm
(
    clk,
    in_Srst,
    in_en,
    in_start,
    out_clk_cycle,
    out_clk_cnt
);
    parameter   CLK_CNT = 10'd1023;
    parameter   CNT_LEN = 10;
    input   clk;
    input   in_Srst;
    input   in_en;
    input   in_start;
    output  [CNT_LEN - 1 : 0]   out_clk_cycle;
    output  [CNT_LEN - 1 : 0]   out_clk_cnt;
    reg     [CNT_LEN - 1 : 0]   cal_clk_cycle;
    reg     [CNT_LEN - 1 : 0]   cal_clk_cnt;
    always@(posedge clk) begin
        if(in_Srst) cal_clk_cnt <= {(CNT_LEN){1'b0}};
        else begin
            if(in_en) begin
                if(in_start)                    cal_clk_cnt <= {{(CNT_LEN - 1){1'b0}}, 1'b1};
                else if(cal_clk_cnt == 0)       cal_clk_cnt <= 0;
                else if(cal_clk_cnt == CLK_CNT) cal_clk_cnt <= {{(CNT_LEN - 1){1'b0}}, 1'b1};
                else                            cal_clk_cnt <= cal_clk_cnt + 1;
            end
            else                                cal_clk_cnt <= cal_clk_cnt;
        end
    end
    always@(posedge clk) begin
        if(in_Srst) cal_clk_cycle <= {(CNT_LEN){1'b0}};
        else begin
            if(in_en) begin
                if(cal_clk_cnt == CLK_CNT)  cal_clk_cycle <= cal_clk_cycle + 1;
                else                        cal_clk_cycle <= cal_clk_cycle;
            end
        end
    end
    assign out_clk_cycle = cal_clk_cycle;
    assign out_clk_cnt = cal_clk_cnt;
endmodule
```
==> flow_summary.yaml <==
# generated from flow reports
global_routing:
  antenna_found_initial: 0
  grt_pass1_wl_mm: 4.84
  grt_pass1_vias: 976
  grt-ovfl-total: 0
  met2_usage_pct: 6.68
  track_usage_pct: 4.94
  use_met3_pct: 2.03
  top_usage_layer: "met1"
  grt_util_met1_pct: 7.35
  grt_max_degree: 16
clocking:
  cts-root-buf: "clkbuf_8"
  cts_made_buffers: 3
  cts_hold_buf: 0
  clock-sinks: 20
  postCtsSetupBuffers: 0
  htreeDepth: 1
  clkTransAtPathRegs_ns: 0.08
  cts_tree: "built"
  clkLatencyLatePin_ns: 0.26
  cts_resized: 0
  clock_path_buffers: 2
yosys:
  ys_async_sr_fraction_pct: 0
  largest_area_cell: "dfxtp_1"
  top_cells_by_area: "dfxtp_1 (38%), a21oi_1 (4.2%), nand3_1 (4.2%)"
  ys_seq_share_pct: 37.6
  yosys_register_bits: 20
  enable_flop_cells: 0
  yosys_area_um2: 1060
  yosysWarnings: 1
  postSynthAreaPerCell_um2: 8.58
  synthDominantCellAreaShare_pct: 37.6
  netlist_instances: 124
  ys_cells: 124
  ys.flop_type: "dfxtp_1"
  synth.distinct_cells: 40
  netlist_area_um2: 1060
worst_setup_path:
  setup.worst_path.class: "in -> reg"
  cp_max_fo: 7
  start_kind: "primary input"
  crit_family: "simple AND/OR/NAND/NOR gates"
  crit_chain: "clkdlybuf4s50_1 -> inv_1 -> or4_1 -> or4_1 -> a21oi_1"
  path_buffers: 2
  critical_path_arrival_ns: 2.44
  rrSetupSlack_ns: 0.44
  cp-end-kind: "register"
  required_ns: 2.80
  critical_path.most_common_cell: "or4_1"
  cpPeakStageDelay_ns: 0.61
  cpMaxStageDelayCell: "clkdlybuf4s50_1"
place:
  post-dp-hpwl_mm: 2.17
  gp_congestion: 0.828
  numPortBuffers: 23
  placedCellCount: 250
floorplan:
  die_h_um: 109
  rows: 32
  fp_util_pct: 13.8
  dieArea_um2: 11900
  core_um2: 7730
  die_x_um: 109
  ios: 24
final_timing:
  rsz0062_at_grt: "no"
  worst_pin_slew_ns: 0.661
  tns_ns: 0
  max_freq_mhz: 445
  finalMaxSlewViolations: 0
  whs_ns: 0.481
  setup-violations-final: 0
  skew_ns: 0.00228
  relSlewSlack_pct: 55.6
  period_minus_slack_ns: 2.25
  final_hold_viol_count: 0
  post-route-period-util_pct: 86.4
cells_and_area:
  final_cell_count_no_fill: 254
  lay_top_cells: "clkdlybuf4s50_1 (23), dfxtp_1 (20), a21oi_1 (9), nand3_1 (9)"
  layout-drive-gt1-share_pct: 11.8
  areaGrowthSynthToFinish_pct: 40.1
  lay_top_count: "clkdlybuf4s50_1"
  fill_cells: 845
power:
  p_per_area_nw_per_um2: 394
  intPower_mw: 0.457
  p_sw_mw: 0.129
  p_sw_share_pct: 22.1
  pwr-share-seq_pct: 52.7
  share_comb_of_total_power_pct: 6.0
  peakVddDrop_mv: 0.236
  clkPwrFrac_pct: 41.3
  power_mw: 0.587
  p_leak_nw: 0.466
route:
  route.detailed.drc: 0
  final_antenna_net_count: 0
  drt-total-wl_mm: 2.92
  wl_per_cell_um: 11.5
  vias: 1042
  antenna_cells: 0
  drt_pre_antenna_iters: 4
  drt-initial-drc-count: 57
  detail_route.vias_per_cell: 4.10
hold_path:
  worstHoldPathType: "reg -> reg"
job:
  warnings: 26
  drv_cap: 0
status:
  outcome: "finished, final reports clean"
-- kinds of logic (layout without fill, tap and decap cells) --
kind of cell / Yosys count / in the layout / synth area share (%)
adders and majority gates: 3 / 3 / 3.53
buffers and inverters: 7 / 35 / 2.59
and+or+nand+nor: 57 / 57 / 32.2
xor gates and xnor gates: 3 / 3 / 2.47
AOI/OAI and AO/OA: 32 / 32 / 19.5
muxes: 2 / 2 / 2.00
DFF: 20 / 20 / 37.6
-- through the flow --
step | instance area, um2 | util, % | setup slack (ns)
2_1_floorplan | 1060 | - | 0.568
3_3_place_gp | 1440 | 18.6 | 0.130
3_5_place_dp | 1440 | 18.6 | 0.0940
4_1_cts | 1490 | 19.3 | 0.365
5_1_grt | 1490 | 19.3 | 0.263
6_report | 1490 | 19.3 | 0.354
-- power by group through the flow --
stage / Combinational, mW / Sequential [mW] / Clock, mW
final: 0.0350 / 0.309 / 0.242
after CTS: 0.0345 / 0.309 / 0.250
after global routing: 0.0385 / 0.310 / 0.261
-- layout make-up --
type                            count  area, um2  share of cell area [%]
Sequential cell                    20        400                    26.9
Tap cell                          102        128                    8.56
Timing Repair Buffer               26        253                    17.0
Multi-Input combinational cell     97        636                    42.7
Clock buffer                        4       55.1                    3.69
Inverter                            5       18.8                    1.26
-- flip-flops by register name, summed over array words and instances (netlist names) --
| name | cells |
|---|---|
| cal_clk_cnt | 10 |
| cal_clk_cycle | 10 |
-- worst min-delay path, delay by kind of cell (launching register included) --
kind | cells | cell delay (ns)
AND-OR/OR-AND | 2 | 0.11
flip-flops | 1 | 0.32
-- routing by layer --
metal	wire length, um	share of wire (%)
met5	0	0
met4	27	0.93
met3	244	8.4
met2	1120	38
met1	1520	52
-- path summary, 6_finish.rpt --
| kind | cells past startpoint | to | start |
|---|---|---|---|
| max | 5 | cal_clk_cycle[9]$_SDFFE_PP0P_ | in_en |
| min | 2 | cal_clk_cycle[9]$_SDFFE_PP0P_ | cal_clk_cycle[9]$_SDFFE_PP0P_ |
| max reg2reg | 5 | cal_clk_cycle[4]$_SDFFE_PP0P_ | cal_clk_cnt[1]$_SDFFE_PP0P_ |
| min reg2reg | 2 | cal_clk_cycle[9]$_SDFFE_PP0P_ | cal_clk_cycle[9]$_SDFFE_PP0P_ |
-- synthesized netlist by cell type, types with 3 or more instances --
| cell | count |
|---|---|
| or3_1 | 5 |
| or4_2 | 3 |
| a21oi_1 | 9 |
| nand3_1 | 9 |
| inv_1 | 5 |
| dfxtp_1 | 20 |
| nor3_1 | 3 |
| o21ai_0 | 8 |
| nor2_1 | 6 |
| ha_1 | 3 |
| a31oi_1 | 3 |
| nand4_1 | 5 |
| nand2_1 | 8 |
No activity file was given, so power comes from the tool's default toggle rates.
