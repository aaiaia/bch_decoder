`flow/run.sh`:
```
#!/bin/bash
# OpenROAD 26Q1-2900-gdf79404cd8, Yosys 0.63+post, stock flow scripts
make -C /OpenROAD-flow-scripts/flow DESIGN_CONFIG=/design/flow/config.mk WORK_HOME=/design/flow/orfs finish
```
`flow/config.mk`:
```
export PLATFORM = sky130hd
export DESIGN_NAME = prior_buffer_1
export DESIGN_NICKNAME = prior_buffer_1
export VERILOG_FILES = /design/flow/design.v
export SDC_FILE = /design/flow/constraint.sdc
export NUM_CORES = 4
export LEC_CHECK = 1
export CORE_AREA = 10 10 70 70
export DIE_AREA = 0 0 80 80
```
`flow/constraint.sdc`:
```
current_design prior_buffer_1

set clk_period 1.4
set clk_io_pct 0.2

create_clock -name clk0 -period $clk_period [get_ports {clk}]

set non_clock_inputs [all_inputs -no_clocks]
set_input_delay [expr $clk_period * $clk_io_pct] -clock clk0 $non_clock_inputs
set_output_delay [expr $clk_period * $clk_io_pct] -clock clk0 [all_outputs]
```
`flow/design.v`:
```
module prior_buffer_1(
    clk,
    in_ctr_Srst,
    in_ctr_en,
    in_ctr_init,
    in_ctr_done,
    in_ctr_buf_en,
    in_ctr_valid,
    in,
    out
);
function    integer valToBool ;
    input   integer val;
    begin
        if(val) valToBool = 1;
        else    valToBool = 0;
    end
endfunction
    parameter   OUTTER_NAME = "";
    parameter   MODULE_NAME = "prior_buffer_1";
    localparam  DESIGN_NAME = "prior_buffer_1";
    parameter   WIDTH   =   1;
    localparam  LO_PA_WIDTH = valToBool(WIDTH);
function    [WIDTH - 1 : 0] bitLimitVal;
    input   integer val;
    begin
        bitLimitVal = val;
    end
endfunction
    parameter   RST_VAL = 0;
        localparam  LO_PA_RST_VAL = bitLimitVal(RST_VAL);
    input   clk ;
    input   in_ctr_Srst ;
    input   in_ctr_en ;
    input   in_ctr_init ;
    input   in_ctr_done ;
    input   in_ctr_buf_en ;
    input   in_ctr_valid ;
    input   [WIDTH - 1 : 0] in ;
    output  [WIDTH - 1 : 0] out ;
    reg     [WIDTH - 1 : 0] r_ps_buf ;
    generate
            reg flag_notSelYet ;
            always@(posedge clk) begin : def_flag
                if(in_ctr_Srst) flag_notSelYet <= 1'b1;
                else begin
                    if(!in_ctr_en) flag_notSelYet <= flag_notSelYet;
                    else if(in_ctr_init)    flag_notSelYet <= 1'b1;
                    else if(!in_ctr_buf_en) flag_notSelYet <= flag_notSelYet;
                    else if(in_ctr_valid)   flag_notSelYet <= 1'b0;
                    else                    flag_notSelYet <= flag_notSelYet;
                end
            end
            always@(posedge clk)
            begin : def_buffer
                if(in_ctr_Srst) r_ps_buf <= LO_PA_RST_VAL ;  
                else
                begin
                    if(in_ctr_en)
                    begin
                        if(in_ctr_init)             r_ps_buf <= in;
                        else if(in_ctr_buf_en) 
                        begin
                            if(flag_notSelYet) 
                            begin
                                if(in_ctr_valid)    r_ps_buf <= r_ps_buf;
                                else if(in_ctr_done)r_ps_buf <= LO_PA_RST_VAL;
                                else                r_ps_buf <= r_ps_buf;
                            end
                            else                    r_ps_buf <= r_ps_buf;
                        end
                        else                        r_ps_buf <= r_ps_buf;
                    end
                    else                            r_ps_buf <= r_ps_buf;
                end
            end
            assign  out = flag_notSelYet ? 
                (in_ctr_valid ? r_ps_buf : LO_PA_RST_VAL ) : r_ps_buf;
    endgenerate
endmodule
```
==> git commit body <==
Update PnR metrics after Yosys + OpenROAD run

- Run status: completed
- Multiplexer fraction of the synthesized cell area: 0%
- Transition time of the tightest slew-check pin: ~150 ps
- For this run, the detailed router reports a per-instance via density of 1.750.
- In this run the most critical hold path is launched from r_ps_buf.
- Endpoint class of the critical path: output port
- Synth logic family: simple AND/OR/NAND/NOR gates
- In this run the critical register-to-register path is launched from flag_notSelYet.
- Setup repair after global routing left no endpoint under its margin.
- Measured along the y axis, the die boundary spans 80 um.
- Total power divided by cell area: between 800 and 900 nW/um2
* Number of primary I/O pins: 9
- Yosys reported a register bit count of 2.
- Synth Area in Compound Gates: 28.21%
- Clk_skew: about 1.8 ps
- Wire length reported by the detailed router: between 400 and 500 um
- Worst stage delay on the critical path: approximately 250 ps
- Hold worst-path end: r_ps_buf
- Relative to the synthesized area, the layout overhead comes to 169.2%.
- Per the finish-stage timing summary, setup violations number 0.
* Required time of the worst setup path: around 1100 ps
* Slowest stage cell on the critical path: sky130_fd_sc_hd__dlygate4sd2_1
- Die X: around 80 um
- For the finished layout, the period the worst path requires is roughly 1300 ps.
* Wire length of the first global-routing pass: 669 um
- Cell area after layout: ~260 um2
- Worst voltage drop across the vdd grid: 83.14 uV
- H-tree Lvls: 1
* Initial antenna violation count: 0
- For reference, XOR and XNOR gates occupy 0% of the area reported after synthesis.
- Total tool warning count: 25
- The report lists the cells along the critical path as dlygate4sd2_1, nand2b_4, and2_1, dlygate4sd2_1.
* Startpoint type of the worst setup path: primary input
- Per the repair_timing log after CTS, setup buffers inserted total 0.
- The endpoint identified for the worst register-to-register timing path is r_ps_buf.
* Clock latency reported for the late side of the worst-skew pair: 220 ps
- Entering global routing, the biggest net connects 5 pins.
- Among the stages of the critical path, the cell type that occurs most often is sky130_fd_sc_hd__dlygate4sd2_1.
- Distinct lib cells used: 9
- STA reports a reg2reg setup slack of about 620 ps.
- The synthesized design devotes to its leading area cell type slightly above 40% of total area.
* Count of instantiated cells in the yosys netlist: 11
- The post-route netlist has 22.73% of its cells at a drive strength greater than 1.
- Max-cap violations: 0
- Final tally of max-slew violations: 0
- Simple-gate share of the synthesized area: roughly 30%
- In this run the clock root is driven by a sky130_fd_sc_hd__clkbuf_4.
- For this run, the number of Yosys warnings is 1.
- Pre-Place Util: 2.857%
- Average routed wire per standard cell: between 6 and 7 um
* Worst EP arrival: roughly 1100 ps
- Worst-path maximum fanout: 2
- The slew check shows that the tightest pin keeps a relative margin of ~90%.
* I/O Buffers: 8
- Post-placement cell area: 235.2 um2
- Die area: roughly 6400 um2
- Along the worst hold path, the cell count comes to 2.
- Antenna Violating Nets Remaining: 0
- Placeable core area: between 3000 and 4000 um2
* Detailed-route via count: around 120
* Adder Area Share: 0%
- Ranked by total cell area, the synthesized netlist is headed by sky130_fd_sc_hd__dfxtp_1 41%, sky130_fd_sc_hd__a211oi_2 13%, sky130_fd_sc_hd__a221o_1 10%, sky130_fd_sc_hd__nand3_1 10%, sky130_fd_sc_hd__and2_1 6.4%.
- By startpoint and endpoint, the worst setup path is classified as in2out.
- Per the timing report, the achievable frequency comes out to between 700 and 800 MHz.
* Cell class contributing the biggest share of worst-path delay: buffers and inverters
* Period Utilization, post-route: 94.84%
* Total CTS buffers: 3
* Type of the worst min-delay path: reg2reg
- Hold Vio Cnt, Final: 0
- Number of global-route vias before repair: roughly 160
- In the routed design, unresolved DRC markers number 0.
* WP depth: 4
- RD Place Congestion: roughly 0.62
- Worst Reg2Reg Path Length in Cells: 3
- Synthesis handed over a netlist of 11 instances.
* Total clock sinks: 2
- In the global route stage, overall resource usage came out at 1.481%.
- Antenna diodes: 0
- Critical path origin: in_ctr_valid
- Max Root-Sink Buffers: 2
- Mean cell area of the mapped netlist: around 8.9 um2
* Congestion Overflow GR: 0
* Clock transition time at the flip-flop clock pins of the worst setup and hold paths: 30 ps
* Detailed Route Iter0 Violations: 2
- Post-synthesis chip area from yosys: approximately 98 um2
- The script extracted a total leakage power of between 0.09 and 0.1 nW.
- Before antenna repair, the detailed router went through 2 iterations.
- The floorplan has 21 rows.
- The number of buffers and inverters on the critical path is 2.
* Area of the mapped netlist: ~100 um2
- Sequential area share after synthesis: about 40%
- Clock tree from TritonCTS: done
- Once layout is complete, the utilization of the core stands at under 10%.
* Cell taking the most area after synthesis: sky130_fd_sc_hd__dfxtp_1
## through the flow
| stage | instances | hold slack, ps | power (mW) | setup slack (ps) | setup TNS [ps] |
|---|---|---|---|---|---|
| after floorplan | 11 | 344.6 | 0.07105 | 583.8 | 0 |
| after global placement | 65 | 482.8 | 0.09697 | -357.5 | -357.5 |
| after detailed placement | 65 | 472.2 | 0.09760 | -367.8 | -367.8 |
| after CTS | 68 | 513.9 | 0.2365 | 57.45 | 0 |
| after global routing | 68 | 533.0 | 0.2437 | 22.98 | 0 |
| final | 68 | 507.4 | 0.2250 | 72.21 | 0 |
## what timing repair did
action,4_1_cts,5_1_grt
hold buffers,0,0
resized,3,0
setup endpoints to repair,1,0
## area by class of cell
class / instances / area [um2]
clock buffer: 3 / 22.52
sequential: 2 / 40.04
timing repair buffer: 8 / 77.57
multi-input combinational: 9 / 65.06
fill: 414 / 3153
tap: 46 / 57.56
## power breakdown
part | internal (mW) | leakage, nW | switching, mW
logic | 0.0244 | 0.0600 | 0.0101
clock network | 0.0947 | 0.0138 | 0.0336
registers | 0.0605 | 0.0164 | 0.00172
total | 0.180 | 0.0903 | 0.0455
## worst min-delay path: stages, from the launching register on
cell and delay, ps:
sky130_fd_sc_hd__dfxtp_1 290, sky130_fd_sc_hd__o21ai_1 90, sky130_fd_sc_hd__a211oi_2 70
## worst max-delay path by stage
stage	slack [ps]	end
4_1_cts	60	out[0]
6_report	70	out[0]
5_1_grt	20	out[0]
## routing by layer
metal / vias to the layer above / share of wire (%) / global-route usage (%) / routed length (um)
li1: 63 / - / - / -
met1: 52 / 30 / 1.128 / 131
met2: 4 / 52 / 2.247 / 223
met3: 0 / 17 / 1.705 / 75
met4: 0 / 0 / 0.7042 / 0
met5: - / 0 / 0 / 0
## layout by cell type (no fill, tap or decap), types with 2 or more instances in the layout
master,synthesis,layout
sky130_fd_sc_hd__clkbuf_4,0,3
sky130_fd_sc_hd__nand3_1,2,2
sky130_fd_sc_hd__clkdlybuf4s50_1,0,6
sky130_fd_sc_hd__dfxtp_1,2,2
sky130_fd_sc_hd__dlygate4sd2_1,0,2
## cells in the mapped netlist
| library cell | number |
|---|---|
| sky130_fd_sc_hd__a211oi_2 | 1 |
| sky130_fd_sc_hd__nand2_1 | 1 |
| sky130_fd_sc_hd__dfxtp_1 | 2 |
| sky130_fd_sc_hd__o21ai_1 | 1 |
| sky130_fd_sc_hd__and2_1 | 1 |
| sky130_fd_sc_hd__nand2b_1 | 1 |
| sky130_fd_sc_hd__nor2_1 | 1 |
| sky130_fd_sc_hd__a221o_1 | 1 |
| sky130_fd_sc_hd__nand3_1 | 2 |
## cells by family (layout without fill, tap and decap cells)
logic type | Yosys count | after routing
AND-OR/OR-AND | 3 | 3
buffers and inverters | 0 | 11
flip-flops | 2 | 2
AND/OR/NAND/NOR | 6 | 6
## sequential cells by signal, summed over array words and instances (netlist names)
register / flops
flag_notSelYet: 1
r_ps_buf: 1
Power is estimated from default activity; no workload was simulated.
